===== flow/config.mk =====
export PLATFORM = sky130hd
export DESIGN_NAME = timer_mealy
export DESIGN_NICKNAME = timer_mealy
export VERILOG_FILES = /design/flow/design.v
export SDC_FILE = /design/flow/constraint.sdc
export NUM_CORES = 4
export LEC_CHECK = 1
export CORE_UTILIZATION = 40

===== flow/run.sh =====
#!/bin/bash
# OpenROAD 26Q1-2900-gdf79404cd8, Yosys 0.63+post, stock flow scripts
make -C /OpenROAD-flow-scripts/flow DESIGN_CONFIG=/design/flow/config.mk WORK_HOME=/design/flow/orfs finish

===== flow/design.v =====
`timescale 10ns/10ns
module decoder_2bit
(
input [2-1:0] i_addr,
input i_we,
output reg [2**2-1:0] o_decoder);
always @(*) begin
  if(i_we==1'b1) begin
    if(i_addr==2'b00)
      o_decoder=4'b0001;
    else if(i_addr==2'b01)
      o_decoder=4'b0010;
    else if(i_addr==2'b10)
      o_decoder=4'b0100;
    else
      o_decoder=4'h0;
    end
  else
    o_decoder=4'h0;
  end
endmodule
module timer_mealy(
input i_clk, i_rst_n, i_start, i_we,  
input [1:0] i_addr,
input [15:0] i_wdata,
output reg o_pwm,o_timer_end);
wire [2*2-1:0]enable_to_dcount; 
reg [16-1:0] max_count;
reg [16-1:0] pwm_count;
reg [16-1:0] stop_count;
localparam S0=2'd0, S1=2'd1, S2=2'd2;
reg [2-1:0] c_state, n_state;  
reg [16-1:0] inner_count;
reg [7-1:0] cycle_count;  
reg [4-1:0] end_count;
decoder_2bit dec_number(
		.i_addr(i_addr),
		.i_we(i_we),
		.o_decoder(enable_to_dcount));
always @(posedge i_clk, negedge i_rst_n) begin 
	if(!i_rst_n) begin  
		o_pwm<=0;  
		o_timer_end<=0;
		c_state<=S0;
		n_state<=S0;
		max_count<=0;
		pwm_count<=0;
		stop_count<=0;
		inner_count<=0;
		cycle_count<=0;
		end_count<=0;
		end
	else begin
       	c_state<=n_state;
		case(c_state)
       		S0:begin
       			if(enable_to_dcount==4'h1) begin 
           			max_count<=i_wdata;
        			end
      			else if(enable_to_dcount==4'h2) begin 
          			pwm_count<=i_wdata;
          			end
      			else if(enable_to_dcount==4'h4) begin 
        			stop_count<=i_wdata;
        			end
    		   	else begin
      		 		max_count<=max_count;
       				pwm_count<=pwm_count;
       				stop_count<=stop_count;
       				end  
       			if(i_start==1) begin
       				n_state<=S1;
       				c_state<=S1;
       				end
       			else begin 
       				n_state<=S0;
       				end
       			end
       		S1:begin
       			if(cycle_count<stop_count) begin
        				inner_count<=inner_count+1;
        				if(inner_count<pwm_count) begin
        					o_pwm<=0;
        					end
        				else if(pwm_count<=inner_count && inner_count<max_count) begin
        					o_pwm<=1;
        					end
        				else begin 
        					inner_count<=0; 
        					cycle_count<=cycle_count+1; 
        					end
						n_state<=S1;
						end
				else begin  
        			o_timer_end<=1;
        			o_pwm<=0;
        			n_state<=S2;
        			end
             	end
             S2:begin
        		if(o_timer_end==1) begin
        			if(end_count<(10-1)) begin  
        				o_timer_end<=o_timer_end;
        				end_count<=end_count+1; 
        				end
        			else begin 
        				o_timer_end<=0;
        				end_count<=0;  
        				cycle_count<=0;	
        				end
					n_state<=S2;
        			end
        		else begin 
        			n_state<=S0;
        			end_count<=0;
        			end
        		end
        	default begin
        		n_state<=S0;
        		end
        	endcase
       	end
	end
endmodule 

===== flow/constraint.sdc =====
current_design timer_mealy

set clk_period 4.2
set clk_io_pct 0.2

create_clock -name clk0 -period $clk_period [get_ports {i_clk}]

set non_clock_inputs [all_inputs -no_clocks]
set_input_delay [expr $clk_period * $clk_io_pct] -clock clk0 $non_clock_inputs
set_output_delay [expr $clk_period * $clk_io_pct] -clock clk0 [all_outputs]

==> impl_metrics.yaml <==
# flow metrics
yosys:
  top_area_cell: "dfrtp_1"
  ys_seq_share_pct: 45.19
  synth_cell_types: 48
  ys_ff: 81
  synth.avg_cell_area_sq_um: 10.03
  top_cells_by_area: "dfrtp_1 45%, ha_1 11%, mux2_2 8.8%, nand2_1 3.8%, inv_1 3.4%"
  yosys-stat-area_sq_um: 4486
  syn-cell-area_sq_um: 4486
  ys_cells: 447
  synth-main-ff-cell: "dfrtp_1"
  ys.warnings.count: 2
  synth-edff-count: 0
  synthArstFlopShare_pct: 100.0
  syn_inst: 447
  top_area_share_pct: 45.19
floorplan:
  boundaryPins: 24
  core_sq_um: 10890
  rows: 38
  dieHeight_um: 107.9
  fp.dieW_um: 107.9
  die_area_sq_um: 11640
  initCoreUtil_pct: 41.20
detailed_routing:
  diodes: 0
  routed-via-count: 3376
  antenna_left: 0
  dr.pass1.iters: 4
  detail_route.wl_per_cell_um: 16.74
  drt_first_iter_violations: 212
  drc: 0
  drt_wl_total_mm: 10.35
  vias_per_cell: 5.463
finish:
  drive_above_1_share_pct: 12.34
  syn_to_final_growth_pct: 13.03
  fin_cells: 618
  layout_top_cells: "81 x dfrtp_1, 45 x nand2_1, 41 x inv_1, 41 x ha_1, 35 x mux2_2"
  final_util_pct: 46.56
  final_common_cell: "dfrtp_1"
critical_path:
  startpoint_type: "flop"
  rr_worst_depth: 8
  crit_type: "flop to flop"
  cp.required_ns: 4.47
  max_stage_delay_ns: 0.55
  cp.arrival_ns: 3.31
  critical_path.endpoint_type: "flop"
  path_max_fanout: 15
  crit_slowest_cell: "o31a_1"
  cp_cell_sequence: "inv_1, ha_1, nand4_1, nor4_1, a21boi_0, o31a_1, nor2_1, o311ai_0"
clocking:
  clk_path_buf_depth: 2
  ctsResizeCount: 0
  root_buffer: "clkbuf_8"
  cts_sinks: 81
  insertion_delay_ns: 0.38
  htreeDepth: 3
  cts_tree: "done"
  hold_buffers: 0
  post_cts_buffers: 0
  cts_inserted_buffers: 9
  clkSlewWorstSetupHoldPaths_ns: 0.08
final_timing:
  finalClockSkew_ns: 0.01115
  finalClockPeriodUsage_pct: 72.36
  slew_viol_final: 0
  tightest_slew_ns: 0.7992
  maxSlewHeadroom_pct: 46.27
  max_freq_ghz: 0.3291
  fin_tns_setup_ns: 0
  finalCriticalPeriod_ns: 3.039
  hold_viol_final: 0
  rsz0062_at_grt: "false"
  setup_viol: 0
placement:
  numPlacedInstances: 602
  place.gp.congestion: 0.9194
  hpwlAfterDp_mm: 7.730
  numPortBuffers: 23
global_routing:
  grt_max_degree: 43
  antenna_found_initial: 0
  grt_pass1_wl_mm: 17.26
  grt.overflow.total: 0
  grt_util_all_layers_pct: 20.06
  grt_pass1_vias: 3276
power_and_ir_drop:
  p_leak_uw: 0.002279
  power_density_nw_per_um2: 591.5
  vdd_drop_max_mv: 0.3478
job:
  warning_count: 26
  max-cap-violations: 0
worst_hold_path:
  min_path_type: "input port to async pin"
run_status:
  status: "finished clean"
==> power breakdown <==
part | switching, uW | internal (uW) | total [uW]
logic | 672 | 512 | 1180
clock network | 287 | 264 | 552
registers | 198 | 1070 | 1260
total | 1160 | 1840 | 3000
==> cells in the mapped netlist (all sizes together) (2+ instances only) <==
cell type	instances
nor3	6
a21boi	3
mux2	35
nand2b	6
nand3	11
nor4	6
and3	5
nor2b	3
or4	5
nand4	9
a2111oi	4
o22ai	9
a211oi	2
and4	2
nor2	19
dfrtp	81
inv	41
o21a	2
o31a	2
o2111ai	3
clkbuf	11
o221ai	2
ha	41
o31ai	3
a211o	4
o211ai	6
o21ai	31
a221o	3
nand2	45
a21o	3
a21oi	24
and2	7
==> critical path, delay by kind of cell (launching register included) <==
| kind | cells | cell delay (ns) |
|---|---|---|
| buffers and inverters | 1 | 0.11 |
| adders and majority gates | 1 | 0.33 |
| and+or+nand+nor | 3 | 0.92 |
| AOI/OAI and AO/OA | 3 | 1.18 |
| DFF | 1 | 0.38 |
==> cells by family after synthesis <==
logic type	share of synthesized area, %
buf+inv	4.463
compound gates	15.82
simple gates	14.09
fa+ha+maj	11.44
mux	9.010
flops	45.19
==> through the flow <==
| step | hold WS (ns) | power, uW | cell area (sq um) | worst slack, ns |
|---|---|---|---|---|
| after CTS | 0.4301 | 3022 | 5070 | 1.225 |
| final | 0.4215 | 2999 | 5070 | 1.161 |
| after floorplan | 0.4044 | 2077 | 4486 | 1.771 |
| after global routing | 0.4360 | 3256 | 5070 | 0.8167 |
| after global placement | 0.4063 | 2442 | 4877 | 1.288 |
| after detailed placement | 0.4131 | 2453 | 4877 | 1.251 |
==> routing by layer <==
layer	vias to the layer above	global-route usage, %	share of wire, %
li1	1679	-	-
met1	1615	31.62	49
met2	65	30.04	45
met3	17	4.259	4.7
met4	0	2.544	1.6
met5	-	0	0
==> final timing paths <==
path | slack [ns] | from | endpoint
setup / recovery | 1.16 | inner_count[11] | inner_count[2]
hold / removal | 0.42 | i_rst_n | stop_count[3]
setup reg to reg | 1.16 | inner_count[11] | inner_count[2]
hold reg to reg | 0.43 | n_state[0] | c_state[0]
max in group asynchronous | 2.83 | i_rst_n | inner_count[7]
min in group clk0 | 0.43 | n_state[0] | c_state[0]
==> final cells by class <==
type / instances / area (sq um)
Clock inverter: 3 / 23.77
Multi-Input combinational cell: 313 / 2263
Clock buffer: 13 / 168.9
Fill cell: 1011 / 5818
Tap cell: 140 / 175.2
Sequential cell: 81 / 2027
Inverter: 41 / 153.9
Timing Repair Buffer: 27 / 257.7
==> state kept, by name, indices dropped and copies added (netlist names) <==
name,cells
o_pwm,1
end_count,4
stop_count,16
c_state,2
pwm_count,16
cycle_count,7
max_count,16
o_timer_end,1
n_state,2
inner_count,16
Power is estimated from default activity; no workload was simulated.
