===== ./design.v =====
`timescale 10ns/10ns
module decoder_2bit
(
input [2-1:0] i_addr,
input i_we,
output reg [2**2-1:0] o_decoder);
always @(*) begin
  if(i_we==1'b1) begin
    if(i_addr==2'b00)
      o_decoder=4'b0001;
    else if(i_addr==2'b01)
      o_decoder=4'b0010;
    else if(i_addr==2'b10)
      o_decoder=4'b0100;
    else
      o_decoder=4'h0;
    end
  else
    o_decoder=4'h0;
  end
endmodule
module timer(
input i_clk, i_rst_n, i_start, i_we,  
input [1:0] i_addr,
input [15:0] i_wdata,
output reg o_pwm,o_timer_end);
wire [2*2-1:0]enable_to_dcount; 
reg [16-1:0] max_count;
reg [16-1:0] pwm_count;
reg [16-1:0] stop_count;
localparam S0=2'd0, S1=2'd1, S2=2'd2;
reg [2-1:0] c_state, n_state;  
reg [16-1:0] inner_count;
reg [7-1:0] cycle_count;  
reg [4-1:0] end_count;
decoder_2bit dec_number(
		.i_addr(i_addr),
		.i_we(i_we),
		.o_decoder(enable_to_dcount));
always @(posedge i_clk, negedge i_rst_n) begin 
	if(!i_rst_n) begin  
		o_pwm<=0;  
		o_timer_end<=0;
		c_state<=S0;
		n_state<=S0;
		max_count<=0;
		pwm_count<=0;
		stop_count<=0;
		inner_count<=0;
		cycle_count<=0;
		end_count<=0;
		end
	else begin 
       	c_state<=n_state;
		case(c_state)
       		S0:begin
       			if(enable_to_dcount==4'h1) begin 
           			max_count=i_wdata;
        			end
      			else if(enable_to_dcount==4'h2) begin 
          			pwm_count=i_wdata;
          			end
      			else if(enable_to_dcount==4'h4) begin 
        			stop_count=i_wdata;
        			end
    		   	else begin
      		 		max_count=max_count;
       				pwm_count=pwm_count;
       				stop_count=stop_count;
       				end  
       			if(i_start==1) begin
       				if(cycle_count<stop_count) begin
        				inner_count<=inner_count+1;
        				if(inner_count<pwm_count) begin
        					o_pwm<=0;
        					end
        				else if(pwm_count<=inner_count && inner_count<max_count) begin
        					o_pwm<=1;
        					end
        				else begin 
        					inner_count<=0; 
        					cycle_count<=cycle_count+1; 
        					end
						end
        			else if(stop_count<cycle_count) begin 
        				o_timer_end<=1;
        				end
             		else begin
        				n_state<=S1;  
        				end
					n_state<=S1; 
					c_state<=S1;
        			end
				else begin 
					n_state<=S0;
					end 
        		end
        	S1:begin
       			if(o_timer_end==0) begin
       				if(cycle_count<stop_count) begin
        				inner_count<=inner_count+1;
        				if(inner_count<pwm_count) begin
        					o_pwm<=0;
        					end
        				else if(pwm_count<=inner_count && inner_count<max_count) begin
        					o_pwm<=1;
        					end
        				else begin 
        					inner_count<=0; 
        					cycle_count<=cycle_count+1; 
        					o_pwm<=0;
        					end
        				end
        			else if(stop_count<=cycle_count) begin 
        				o_timer_end<=1;
        				end
        			else begin
        				n_state<=S1;
        				end
        			n_state<=S1;
        			end
        		else begin 
        			if(end_count<10) begin
        				o_timer_end<=o_timer_end;
        				end_count<=end_count+1; 
        				end
        			else begin 
        				o_timer_end<=0;
        				end_count<=0;  
        				end
					n_state<=S2;
        			end
        		end
        	S2:begin
        		if(o_timer_end==1) begin
        			if(end_count<10) begin
        				o_timer_end<=o_timer_end;
        				end_count<=end_count+1;  
        				end
        			else begin 
        				o_timer_end<=0;
        				end_count<=0;  
        				cycle_count<=0;	
        				end
				n_state<=S2;
        			end
        		else begin 
        			n_state<=S0;
        			end_count<=0;
        			end
        		end
        	default begin
        		n_state<=S0;
        		end
        	endcase
       	end
	end
endmodule 

===== ./run.sh =====
#!/bin/bash
# OpenROAD 26Q1-2900-gdf79404cd8, Yosys 0.63+post, stock flow scripts
make -C /OpenROAD-flow-scripts/flow DESIGN_CONFIG=/design/flow/config.mk WORK_HOME=/design/flow/orfs finish

===== ./config.mk =====
export PLATFORM = sky130hd
export DESIGN_NAME = timer
export DESIGN_NICKNAME = timer
export VERILOG_FILES = /design/flow/design.v
export SDC_FILE = /design/flow/constraint.sdc
export NUM_CORES = 4
export LEC_CHECK = 1
export CORE_UTILIZATION = 40

===== ./constraint.sdc =====
current_design timer

set clk_period 9.2
set clk_io_pct 0.2

create_clock -name clk0 -period $clk_period [get_ports {i_clk}]

set non_clock_inputs [all_inputs -no_clocks]
set_input_delay [expr $clk_period * $clk_io_pct] -clock clk0 $non_clock_inputs
set_output_delay [expr $clk_period * $clk_io_pct] -clock clk0 [all_outputs]

==> flow_metrics.py <==
# Flow results
metrics = {
    "outcome": {
        "status": "complete, no violations",
    },
    "job": {
        "warnings": 28,
        "maxCapViolations": 0,
    },
    "clocking": {
        "cts.sinks": 81,
        "postCtsHoldBufs": 0,
        "cts_buffers": 9,
        "clock-root-buffer": "clkbuf_16",
        "post-cts-setup-buffers": 0,
        "cts_tree": "done",
        "cts_buffer_depth": 2,
        "h-tree-depth": 3,
        "path_clk_slew_ns": 0.07,
        "cts_resized": 0,
        "clk-insertion-delay-late_ns": 0.35,
    },
    "routing": {
        "drt_iter0_drc": 242,
        "wl_um": 14400,
        "diodes": 0,
        "post_drt_wl_per_cell_um": 16.6,
        "via_per_inst": 5.66,
        "vias": 4916,
        "first_pass_iters": 4,
        "drc": 0,
        "topRoutingLayerUsed": "met4",
        "ant_nets": 0,
        "wl_met3_um": 712,
        "met2_length_um": 6710,
        "met1_length_um": 6900,
    },
    "power": {
        "power.density_nw_per_um2": 370,
        "power_mw": 2.48,
        "leakage_nw": 3.14,
        "ir_drop_mv": 0.164,
    },
    "timing": {
        "hold_viol": 0,
        "rsz0062_at_grt": "false",
        "setup_violations": 0,
        "period_used_share": 0.613,
        "period_needed_ns": 5.64,
        "timing.hold.ws_ns": 0.445,
        "max_freq_mhz": 177,
        "timing.final.ws_setup_ns": 3.56,
        "finClkSkew_ns": 0.00944,
        "setup_tns_ns": 0,
        "slew_viol_final": 0,
        "worst_pin_slew_ns": 0.846,
        "maxSlewHeadroom": 0.434,
    },
    "die": {
        "die_w_um": 124,
        "io_pins": 24,
        "dieArea_um2": 15500,
        "core_um2": 14600,
        "fp_util": 0.411,
        "rows": 44,
        "die.size.y_um": 124,
    },
    "critical_path": {
        "regToRegEndpoint": "cycle_count[0]$_DFFE_PN0P_",
        "crit_chain": "clkdlybuf4s50_1, nand3b_1, mux2_2, ha_1, a211oi_1, nand2_1, o311a_1, o21ai_2, a21oi_2, or3_1, mux2_4",
        "r2r_slack_ns": 5.99,
        "critPathCapture": "cycle_count[0]$_DFFE_PN0P_",
        "worst_ep_arrival_time_ns": 5.88,
        "endpoint_kind": "flip-flop",
        "worstSetupStartpoint": "i_addr[1]",
        "critPathSlowestCell": "nand3b_1",
        "cp_max_fo": 16,
        "cpPeakStageDelay_ns": 0.70,
        "cp.required_ns": 9.44,
        "r2r-start": "inner_count[9]$_DFFE_PN0P_",
        "path_class": "in -> reg",
        "start_kind": "input pin",
        "reg2reg_depth": 8,
    },
    "global_routing": {
        "antenna_found_initial": 0,
        "grt_start_max_net_pins": 61,
        "overflow": 0,
        "gr-usage-all-layers": 0.200,
        "grt_first_pass_wirelength_um": 24400,
        "first_global_vias": 4752,
    },
    "final_layout": {
        "postLayoutCoreUtil": 0.460,
        "drive_above_1_share": 0.110,
        "fill_cells": 1300,
        "layout_top_cell": "ha_1",
        "area_delta_synth_final_pct": 12.0,
        "final_cell_mix": "82 x ha_1, 81 x dfrtp_1, 75 x nor2_1, 65 x a21oi_1, 59 x nand2_1",
        "design_area_um2": 6710,
        "final_cells": 868,
    },
    "synthesis": {
        "synthArstFlopShare": 1.00,
        "ff_type": "dfrtp_1",
        "yosys_area_um2": 5990,
        "ys.flops": 81,
        "yosys_warnings": 2,
        "synth.avg_cell_area_um2": 9.07,
        "synth_area_leader_cell": "dfrtp_1",
        "ys_seq_frac": 0.338,
        "synth_cell_types": 62,
        "edf_count": 0,
        "synth_area_um2": 5990,
        "ys_cells": 661,
        "postSynthCellCount": 661,
        "area_leaders": "dfrtp_1 34%, ha_1 17%, mux2_2 7.7%",
        "yosys.area.top_type_share": 0.338,
    },
    "placement": {
        "dp_hpwl_um": 10900,
        "portBuffers": 23,
        "gp_congestion": 0.880,
        "pre_cts_ws_ns": 3.21,
        "post_dp_cell_area_um2": 6400,
        "placed_cells": 852,
    },
    "worst_hold_path": {
        "hold_path_class": "reg -> reg",
    },
}
==> layer usage <==
| layer | GRT usage | vias to the layer above |
|---|---|---|
| met3 | 0.0416 | 7 |
| met2 | 0.317 | 79 |
| met1 | 0.298 | 2352 |
| met5 | 0 | - |
| li1 | - | 2478 |
| met4 | 0.0198 | 0 |
==> report_power, final <==
| group | leakage [nW] | total, mW | switching [mW] | internal [mW] |
|---|---|---|---|---|
| clock network | 0.149 | 0.380 | 0.164 | 0.216 |
| registers | 0.931 | 0.687 | 0.160 | 0.527 |
| logic | 2.06 | 1.42 | 0.803 | 0.614 |
| total | 3.14 | 2.48 | 1.13 | 1.36 |
==> sequential cells by signal (all words and copies together) (netlist names) <==
signal       cells
stop_count      16
max_count       16
n_state          2
c_state          2
pwm_count       16
o_timer_end      1
cycle_count      7
end_count        4
o_pwm            1
inner_count     16
==> synth_stat cells (all sizes together) (10+ instances only) <==
| cell type | instances |
|---|---|
| a21oi | 67 |
| a221o | 10 |
| clkbuf | 16 |
| dfrtp | 81 |
| ha | 83 |
| inv | 48 |
| mux2 | 42 |
| nand2 | 59 |
| nand3 | 17 |
| nand4 | 16 |
| nor2 | 75 |
| nor3 | 10 |
| o21ai | 21 |
==> worst max-delay path: cells and delay by family <==
| family | cells | cell delay (ns) |
|---|---|---|
| buffers and inverters | 1 | 0.49 |
| adders and majority gates | 1 | 0.31 |
| and+or+nand+nor | 3 | 1.32 |
| AOI/OAI and AO/OA | 4 | 1.04 |
| muxes | 2 | 0.86 |
==> cells by family (layout without fill, tap and decap cells) <==
family | count (synthesis) | in the layout | share of synthesized area
compound gates | 166 | 166 | 0.189
fa+ha+maj | 83 | 83 | 0.173
buf+inv | 68 | 91 | 0.0440
flops | 81 | 81 | 0.338
mux | 45 | 45 | 0.0846
simple gates | 218 | 218 | 0.171
==> worst min path at each step <==
stage / startpoint / endpoint / slack (ns) / depth (start not counted)
final: n_state[0]$_DFF_PN0_ / c_state[0]$_DFF_PN0_ / 0.45 / 1
after global routing: n_state[0]$_DFF_PN0_ / c_state[0]$_DFF_PN0_ / 0.46 / 1
after CTS: n_state[0]$_DFF_PN0_ / c_state[0]$_DFF_PN0_ / 0.45 / 1
==> cell type report <==
| cell class | count | area [um2] | share of cell area |
|---|---|---|---|
| clock buffer | 9 | 225 | 0.0335 |
| sequential | 81 | 2030 | 0.302 |
| timing repair buffer | 27 | 258 | 0.0384 |
| multi-input combinational | 512 | 3710 | 0.553 |
| inverter | 48 | 180 | 0.0268 |
| tap | 184 | 230 | 0.0343 |
| clock inverter | 7 | 83.8 | 0.0125 |
No activity file was given, so power comes from the tool's default toggle rates.
